===== flow/design.v =====
`timescale 1ns / 1ps
module DriveOkDetector(
	input Clk50M,
	input [7:0] RData,
	input DVPulse,
	output reg DTog  );
reg [2:0] State;
initial begin
	State <= 0;
	DTog <= 0;
end
always @(posedge Clk50M) begin
case(State)
	0:begin
		if(DVPulse) begin
			if(RData == 8'd111) begin  
				State <= 1;
			end
		end
	end
	1:begin
		if(DVPulse && (RData == 8'd107)) begin  
			State <= State+1;
		end
	end
	2:begin
		if(DVPulse && (RData == 8'd13)) begin  
			State <= State+1;
		end
	end
	3:begin
		DTog <= (~DTog);
		State <= 0;
	end
	default:begin
		State <= 0;
	end
endcase
end
endmodule
`timescale 1ns / 1ps
module InputFilter(
	input Clk,
	input DIn,
	output reg DOut
);
parameter bit_num = 2;
parameter count_m = 7;
reg [7:0] count;
initial begin
	count <= 0;
end
always @(posedge Clk) begin
	if(DIn==1) begin
		if(count < count_m) begin
			count <= count+8'd1;
		end
	end else if(DIn==0)begin
		if(count > 8'd2) begin 
			count <= count-8'd1;
		end
	end
	DOut <= count[bit_num];
end
endmodule
`timescale 1ns / 1ps
module SerialRecvEngine(
	input rx,
	input Clk,
	input [15:0] limit,
	output [7:0] data,
	output reg data_valid
);
wire [15:0] half_limit;
assign half_limit = (limit >> 1);
reg [9:0] buff; 
reg [3:0] state;
reg [15:0] count;
reg rx_pre_value;
reg half_limit_flag;
assign data[7:0] = buff[8:1];
initial begin
	data_valid <= 0;
	buff <= 0;
	state <= 0;
	count <= 1;
	rx_pre_value <= 1;
	half_limit_flag <= 0;
end
always @(posedge Clk) begin
	if(state == 0) begin
		if(rx_pre_value != rx) begin
			if(rx_pre_value && !rx) begin
				data_valid <= 0;
				buff <= 0;
				state <= 1;
				count <= 1;
				half_limit_flag <= 0;
			end
			rx_pre_value <= rx;
		end
	end else if(state == 10) begin
		if(rx_pre_value != rx) begin
			buff[state-1] <= rx;
			state <= state+1;
			rx_pre_value <= rx;
		end else if(count == half_limit) begin
			state <= state+1;
			end else begin
			count <= count+1;
		end
	end else if(state == 11) begin
		state <= 0;
		if(buff[9]) begin
			data_valid <= 1;
		end
	end else begin
		if(rx_pre_value != rx) begin
			if(!half_limit_flag) begin
				buff[state-1] <= rx;
			end else begin
				buff[state] <= rx;
				state <= state+1;
			end
			count <= 1;
			half_limit_flag <= 0;
			rx_pre_value <= rx;
		end else if(count == limit) begin
			count <= 1;
			half_limit_flag <= 0;
			buff[state] <= rx;
			state <= state+1;
		end else begin
			count <= count+1;
			if(count == half_limit) begin
				half_limit_flag <= 1;
			end
		end
	end
end
endmodule
`timescale 1ns / 1ps
module Copley_RS232_Rec(Clk50M, 
                        RX,   
                        DriveOk); 
    input Clk50M;
    input RX;
   output DriveOk;
   wire det_toggler;
   wire [7:0] SerData;
   wire SerDV;
   wire XLXN_140;
   wire [15:0] XLXN_141;
   assign XLXN_141 = 16'h01b2;
   InputFilter  XLXI_430 (.Clk(Clk50M), 
                         .DIn(RX), 
                         .DOut(XLXN_140));
   DriveOkDetector  XLXI_437 (.Clk50M(Clk50M), 
                             .DVPulse(SerDV), 
                             .RData(SerData[7:0]),  
                             .DTog(det_toggler) );   
   SerialRecvEngine  XLXI_443 (.Clk(Clk50M), 
                              .limit(XLXN_141[15:0]), 
                              .rx(XLXN_140), 
                              .data(SerData[7:0]),    
                              .data_valid(SerDV));   
   Trigdetector  XLXI_445  (.Clk(Clk50M),
                            .det_toggle(det_toggler),
							.led(DriveOk) );
endmodule
module Trigdetector(
	input Clk,
	input det_toggle,
	output led
);
reg pre_dtog;
reg led_state;
reg [7:0] count ;
initial begin	
	    count <= 0;
        led_state <= 0;
	end 
always @(posedge Clk) begin	
      if (pre_dtog==det_toggle) begin
        count <= count +1;
      end else begin
	  pre_dtog <= det_toggle;
      count <= 0;	  
    end
      if (count >= 50 ) begin
        led_state <= 0;  
      end else begin
        led_state <= 1;  
      end 
 end
  assign led = led_state;
endmodule

===== flow/run.sh =====
#!/bin/bash
# OpenROAD 26Q1-2900-gdf79404cd8, Yosys 0.63+post, stock flow scripts
make -C /OpenROAD-flow-scripts/flow DESIGN_CONFIG=/design/flow/config.mk WORK_HOME=/design/flow/orfs finish

===== flow/config.mk =====
export PLATFORM = sky130hd
export DESIGN_NAME = Copley_RS232_Rec
export DESIGN_NICKNAME = Copley_RS232_Rec
export VERILOG_FILES = /design/flow/design.v
export SDC_FILE = /design/flow/constraint.sdc
export NUM_CORES = 4
export LEC_CHECK = 1
export CORE_UTILIZATION = 30

===== flow/constraint.sdc =====
current_design Copley_RS232_Rec

set clk_period 4.3
set clk_io_pct 0.2

create_clock -name clk0 -period $clk_period [get_ports {Clk50M}]

set non_clock_inputs [all_inputs -no_clocks]
set_input_delay [expr $clk_period * $clk_io_pct] -clock clk0 $non_clock_inputs
set_output_delay [expr $clk_period * $clk_io_pct] -clock clk0 [all_outputs]

==> results_slide.txt <==
Implementation Results

Die
  • DIE HEIGHT: 112 µm
  • Initial Util: 31.3%
  • Die X: 112 µm
  • Row cnt: 39
  • Chip area: 12600 µm²
  • Core Area: 11600 µm²
  • Io pins: 3

Yosys
  • Number of enable flip-flop cells: 45
  • Synth warn: 4
  • Main area contributors after synthesis: edfxtp_1 (37%), ha_1 (12%), dfxtp_1 (5.5%)
  • Ys flops: 55
  • Primary FF master, synth: edfxtp_1
  • Mean post-synth cell area: 10.0 µm²
  • Post-synth top cells: edfxtp_1 (45), nor2_1 (45), ha_1 (34)
  • Ys async rst share: 0%
  • Area share, top type: 37.2%
  • YS chip area: 3630 µm²
  • Cells in synth_stat.txt: 363
  • Top cell type by total area after synthesis: edfxtp_1
  • Cell Type Count: 54
  • Seq/Total Area, Yosys: 42.7%
  • Post-Synthesis Cell Area: 3630 µm²
  • Cells after Synth: 363

Setup path
  • Worst R2R End: XLXI_443.buff[3]$_SDFFCE_PP0P_
  • CP max FO: 12
  • Cells on worst reg2reg path: 11
  • Req. time, crit path: 4430 ps
  • Worst setup path end: XLXI_443.buff[3]$_SDFFCE_PP0P_
  • CP arrival: 3750 ps
  • Critical R2R Launch: XLXI_443.state[0]$_SDFFCE_PP1P_
  • Stages on the worst setup path: 11
  • Crit-path cells: inv_1, ha_1, xnor2_1, nand3_1, ha_1, nor4b_1, nand4b_1, nor2_1, nand3_1, mux2i_1, a211oi_1
  • Startpoint Class: flop
  • Worst Setup Path Type: reg2reg
  • CP startpoint: XLXI_443.state[0]$_SDFFCE_PP1P_
  • Slowest cell on the critical path: edfxtp_1
  • Crit path max-delay family: simple AND/OR/NAND/NOR gates
  • R2R Setup Slk: 680 ps
  • CP endpoint kind: flop
  • Critical path buffers and inverters: 1
  • Slowest stage delay, CP: 570 ps

Status
  • Outcome: finished clean

GRT
  • Largest net degree at the start of global routing: 18
  • GR Overflow Total: 0
  • Vias in the first global route: 2414
  • Initial antenna violation count: 0
  • First-pass GRT wire length: 11100 µm
  • GRT Overall Usage: 11.1%

Placed design
  • Number of port buffers: 2
  • Global placer's final weighted congestion: 0.881
  • Post-DP HPWL: 4680 µm
  • Placed instance area: 3830 µm²

STA
  • RSZ-0062 raised after global routing: no
  • Final worst path period share: 84.3%
  • Worst Skew: 9.69 ps
  • Hold Vio Cnt, Final: 0
  • Final setup fails: 0
  • Worst-Margin Slew: 778 ps
  • Setup TNS: 0 ps
  • Max-slew headroom: 48.2%
  • Max-slew violation count: 0
  • Minimum clock period: 3620 ps
  • Achievable Freq: 276 MHz

Detailed routing
  • Via count: 2541
  • Drt pass-1 iters: 4
  • Diode count: 0
  • Via/cell ratio: 4.96
  • Drc violations: 0
  • Routed Antenna Nets: 0
  • WL per Instance: 12.3 µm
  • Drt initial violations: 142
  • WL final: 6320 µm

Power
  • Switching Share: 42.7%
  • Total power: 3330 µW
  • Logic pwr share: 50.3%
  • VDD IR max: 0.345 mV
  • Flop pwr share: 35.9%
  • P_sw: 1420 µW
  • Leak: 0.00159 µW
  • Pwr/cell area: 832 nW/µm²
  • Clock Power Share: 13.8%
  • Cell internal pwr: 1910 µW

Clock network
  • Late-Pin Clk Latency: 290 ps
  • CTS resizes: 0
  • Post-CTS Repair Setup Buffers: 0
  • CTS H-tree lvls: 2
  • Root buffer cell: clkbuf_16
  • Clk sinks: 55
  • Worst-path clk slew: 70 ps
  • Total CTS buffers: 5
  • CTS tree: yes
  • Clk buf depth: 2
  • Post-CTS Hold Buffers: 0

Cells and area
  • Filler instances: 1151
  • Area grow syn2layout: 10.0%
  • Final Instance Area: 4000 µm²
  • Share of cells above drive strength 1: 5.96%

Job
  • Tool Warnings: 40
  • Max Cap Viol: 0

Worst hold path
  • Startpoint of the worst hold path: XLXI_430.count[2]$_DFFE_PP_
  • Worst hold path class: reg2reg
how the worst min path moves through the flow:
stage         depth (start not counted)  slack (ps)               endpoint
global route                          0         460  XLXI_430.DOut$_DFF_P_
finish                                0         440  XLXI_430.DOut$_DFF_P_
CTS                                   0         430  XLXI_430.DOut$_DFF_P_
worst register-to-register path: cells and delay by family, from the launching register on:
family          cells  cell delay (ps)
fa+ha+maj           2              620
mux                 1              140
compound gates      1              240
simple gates        5             1130
flops               1              570
xor+xnor            1              570
buf+inv             1              190
metrics by stage:
| stage | std cells | worst slack, ps | util, % | hold slack (ps) |
|---|---|---|---|---|
| finish | 512 | 677 | 34.4 | 435 |
| global route | 512 | 225 | 34.4 | 461 |
| CTS | 512 | 677 | 34.4 | 434 |
| detailed placement | 504 | 692 | 33.0 | 418 |
| global placement | 504 | 825 | 33.0 | 418 |
| floorplan | 363 | 799 | - | 392 |
logic make-up after synthesis:
| logic type | after synthesis | share of synthesized area (%) |
|---|---|---|
| and+or+nand+nor | 150 | 21.0 |
| DFF | 55 | 42.7 |
| AOI/OAI and AO/OA | 53 | 9.30 |
| xor gates and xnor gates | 35 | 9.47 |
| adders and majority gates | 35 | 12.3 |
| buffers and inverters | 27 | 3.06 |
| muxes | 8 | 2.20 |
power by group through the flow:
stage | combinational [µW] | clock [µW] | sequential [µW]
CTS | 1680 | 477 | 1200
global route | 1900 | 496 | 1240
finish | 1670 | 459 | 1200
state kept, by name, summed over array words and instances, names as in the netlist:
name / count
XLXI_443.half_limit_flag: 1
XLXI_443.rx_pre_value: 1
XLXI_430.DOut: 1
XLXI_445.count: 8
XLXI_445.led_state: 1
XLXI_445.pre_dtog: 1
XLXI_430.count: 8
XLXI_443.data_valid: 1
XLXI_437.State: 3
XLXI_443.buff: 9
XLXI_443.count: 16
XLXI_437.DTog: 1
XLXI_443.state: 4
cell usage in the layout (no fill, tap or decap), types with 5 or more instances in the layout:
| cell | count |
|---|---|
| clkbuf_16 | 5 |
| edfxtp_1 | 45 |
| o21ai_0 | 11 |
| nand3_1 | 21 |
| ha_1 | 34 |
| nand2_1 | 24 |
| a21oi_1 | 19 |
| xnor2_1 | 16 |
| and3_1 | 11 |
| nor2_1 | 45 |
| mux2i_1 | 8 |
| nand4_1 | 5 |
| inv_1 | 19 |
| dfxtp_1 | 10 |
| nor3_1 | 9 |
| xor2_1 | 17 |
final cells by class:
| type | instances | area [µm²] | share of cell area, % |
|---|---|---|---|
| Clock buffer | 5 | 125 | 3.13 |
| Sequential cell | 55 | 1550 | 38.8 |
| Multi-Input combinational cell | 281 | 1980 | 49.6 |
| Timing Repair Buffer | 5 | 42.5 | 1.06 |
| Inverter | 20 | 75.1 | 1.88 |
| Clock inverter | 3 | 42.5 | 1.06 |
| Tap cell | 143 | 179 | 4.48 |
per-layer routing:
| layer | GRT usage [%] | part of all wire (%) | routed length, µm |
|---|---|---|---|
| met5 | 0 | 0 | 0 |
| met1 | 18.3 | 52 | 3300 |
| met3 | 2.04 | 3.6 | 225 |
| met4 | 1.42 | 1.5 | 92 |
| met2 | 16.1 | 43 | 2700 |
Power and IR drop assume default switching activity.
